==> ./design.v <==
module fiveBitSevenSegmentDecoder(input [4:0] in,
output [7:0] disp1,
output [7:0] disp0);
reg [7:0] wout1;
reg [7:0] wout0;
always@ (*) begin
	case(in)  
		0: begin wout1 = 8'b11000000; wout0 = 8'b11000000; end
		1: begin wout1 = 8'b11000000; wout0 = 8'b11111001; end
		2: begin wout1 = 8'b11000000; wout0 = 8'b10100100; end
		3: begin wout1 = 8'b11000000; wout0 = 8'b10110000; end
		4: begin wout1 = 8'b11000000; wout0 = 8'b10011001; end
		5: begin wout1 = 8'b11000000; wout0 = 8'b10010010; end
		6: begin wout1 = 8'b11000000; wout0 = 8'b10000010; end
		7: begin wout1 = 8'b11000000; wout0 = 8'b11111000; end
		8: begin wout1 = 8'b11000000; wout0 = 8'b10000000; end
		9: begin wout1 = 8'b11000000; wout0 = 8'b10010000; end
		10: begin wout1 = 8'b11111001; wout0 = 8'b11000000; end
		11: begin wout1 = 8'b11111001; wout0 = 8'b11111001; end
		12: begin wout1 = 8'b11111001; wout0 = 8'b10100100; end
		13: begin wout1 = 8'b11111001; wout0 = 8'b10110000; end
		14: begin wout1 = 8'b11111001; wout0 = 8'b10011001; end
		15: begin wout1 = 8'b11111001; wout0 = 8'b10010010; end
		16: begin wout1 = 8'b11111001; wout0 = 8'b10000010; end
		17: begin wout1 = 8'b11111001; wout0 = 8'b11111000; end
		18: begin wout1 = 8'b11111001; wout0 = 8'b10000000; end
		19: begin wout1 = 8'b11111001; wout0 = 8'b10010000; end
		20: begin wout1 = 8'b10100100; wout0 = 8'b11000000; end
		21: begin wout1 = 8'b10100100; wout0 = 8'b11111001; end
		22: begin wout1 = 8'b10100100; wout0 = 8'b10100100; end
		23: begin wout1 = 8'b10100100; wout0 = 8'b10110000; end
		24: begin wout1 = 8'b10100100; wout0 = 8'b10011001; end
		25: begin wout1 = 8'b10100100; wout0 = 8'b10010010; end
		26: begin wout1 = 8'b10100100; wout0 = 8'b10000010; end
		27: begin wout1 = 8'b10100100; wout0 = 8'b11111000; end
		28: begin wout1 = 8'b10100100; wout0 = 8'b10000000; end
		29: begin wout1 = 8'b10100100; wout0 = 8'b10010000; end
		30: begin wout1 = 8'b10110000; wout0 = 8'b11000000; end
		31: begin wout1 = 8'b10110000; wout0 = 8'b11111001; end
		default: begin wout1 = 8'b01111111; wout0 = 8'b01111111; end  
	endcase
end
assign disp1 = wout1;
assign disp0 = wout0;
endmodule
==> ./run.sh <==
#!/bin/bash
# OpenROAD 26Q1-2900-gdf79404cd8, Yosys 0.63+post, stock flow scripts
make -C /OpenROAD-flow-scripts/flow DESIGN_CONFIG=/design/flow/config.mk WORK_HOME=/design/flow/orfs finish
==> ./config.mk <==
export PLATFORM = sky130hd
export DESIGN_NAME = fiveBitSevenSegmentDecoder
export DESIGN_NICKNAME = fiveBitSevenSegmentDecoder
export VERILOG_FILES = /design/flow/design.v
export SDC_FILE = /design/flow/constraint.sdc
export NUM_CORES = 4
export LEC_CHECK = 1
export CORE_AREA = 10 10 70 70
export DIE_AREA = 0 0 80 80
==> ./constraint.sdc <==
current_design fiveBitSevenSegmentDecoder

set clk_period 1.5
set clk_io_pct 0.2

create_clock -name clk0 -period $clk_period

set non_clock_inputs [all_inputs -no_clocks]
set_input_delay [expr $clk_period * $clk_io_pct] -clock clk0 $non_clock_inputs
set_output_delay [expr $clk_period * $clk_io_pct] -clock clk0 [all_outputs]
==> flow_summary.yaml <==
# flow metrics
place:
  port_buffers: 18
  gp_congestion: 0.839
  place_hpwl_um: 1250
  placedCellCount: 151
  place_ws_ns: -0.908
floorplan:
  fp.dieW_um: 80
  pin_count: 21
  chip_area_mm2: 0.00640
  coreArea_mm2: 0.00342
  die_h_um: 80
  rows: 21
  fp_util_pct: 15.9
route:
  first_pass_iters: 3
  via_count: 734
  wl_per_cell_um: 13.5
  diodes: 0
  drc: 0
  drt_iter0_markers: 13
  via_per_inst: 4.29
  antenna_left: 0
  wl_um: 2310
synth:
  synth-compound-area-share_pct: 25.7
  xor_share_pct: 4.83
  synth_area_um2: 544
  yosys_area_um2: 544
  ys_seq_share_pct: 0
  simple_gate_area_share_pct: 25.7
  topCombFamilyByArea: "AND-OR/OR-AND gates"
  ys_cells: 80
  synth_cell_types: 34
  synthAdderAreaFrac_pct: 13.8
  syn_inst: 80
  ys_warn_count: 1
  syn_area_per_cell_um2: 6.80
  synth.area.mux_share_pct: 9.43
finish:
  regArea_um2: 0
  post-route-util_pct: 38.2
  finalNonFillerCells: 171
  clock_buffers: 0
  ff_count: 0
  lay_top_cells: "buf_6, buf_4, ha_4, buf_2"
  syn2layout_area_growth_pct: 140
  combGateArea_um2: 658
  drive_gt1_share_pct: 70.4
  fill_cells: 325
global_routing:
  grt_util_met3_pct: 0.455
  grt-ovfl-total: 0
  busiest_layer: "met2"
  grt_util_met2_pct: 13.2
  antenna_found_initial: 0
  grt_usage_pct: 6.88
  grt_pass1_wl_um: 3770
  grt_max_degree: 10
  grt_pass1_vias: 791
  grtUsageMet1_pct: 8.44
power_and_ir_drop:
  p_clk_share_pct: 0
  p_per_area_mw_per_mm2: 286
  peakVddDrop_uv: 132
  intPower_w: 0.000213
  swShare_pct: 42.9
  combPwrFrac_pct: 100.0
  p_leak_nw: 0.546
  power_switching_w: 0.000160
  seqPwrFrac_pct: 0
sta:
  tns_ns: -0.178
  setup_viol: 4
  final-hold-violation-count: 0
  fin_crit_ns: 1.56
  period_used_pct: 104
  max_freq_mhz: 641
  rsz0062_at_grt: "true"
  setup_slack_ns: -0.0595
  holdWs_ns: 0.962
  slew_viol_final: 0
worst_hold_path:
  hold_class: "primary input to output port"
critical_path:
  worstSetupEndpointType: "output port"
  crit_path_start_kind: "primary input"
  crit_required_ns: 1.20
  worstPathMaxFanout: 5
  path_class: "primary input to output port"
  arrival_ns: 1.26
outcome:
  violations: "negative setup slack"
  status: "complete, but fails checks"
flow_run:
  warning_count: 39
  maxCapViolCount: 0
stage by stage:
stage                     area (um^2)  power [W]
after floorplan                   561   0.000123
after global placement            862   0.000242
after detailed placement          862   0.000244
after CTS                        1220   0.000332
after global routing             1300   0.000401
final                            1300   0.000373
final cells by class:
type	instances	area share, %
Timing Repair Buffer	55	42.8
Multi-Input combinational cell	66	50.5
Tap cell	46	4.41
Inverter	4	2.30
critical path, stage by stage:
cell and delay (ns):
buf_12 0.10, inv_6 0.04, ha_4 0.26, buf_6 0.10, nor3_2 0.04, o31ai_2 0.21, o21ai_1 0.08, buf_2 0.12
power groups by stage:
| stage | sequential (W) | combinational (W) | clock, W |
|---|---|---|---|
| 5_1_grt | 0 | 0.000401 | 0 |
| 6_report | 0 | 0.000373 | 0 |
| 4_1_cts | 0 | 0.000332 | 0 |
timing repair:
item | CTS | global route
gates resized | 107 | 26
gates cloned | 1 | 0
hold buffers | 0 | 0
pin swaps | 23 | 15
endpoints found under the setup margin | 13 | 10
buffers inserted | 16 | 4
synth_stat cells (all sizes together):
library cell	n	area share, %
xor2	3	4.8
ha	6	14
nor2b	3	3.4
o21ai	6	6.2
o2bb2ai	1	1.6
a211oi	1	1.4
a22o	1	1.6
inv	4	2.8
or2	1	1.2
or2b	1	1.4
a31oi	2	3.4
o22ai	2	2.3
nor3	1	0.92
conb	2	1.4
nand3	2	1.8
buf	11	16
nor3b	2	2.8
a21oi	5	4.6
o221ai	1	1.6
nor2	8	5.5
nand2	9	7.6
o31ai	1	1.4
o2111ai	1	1.6
nand4	1	1.2
mux2	1	2.1
mux2i	4	7.4
routing by layer:
layer  share of wire (%)  wire [um]  vias to the layer above
li1                    -          -                      361
met1                  45       1030                      362
met2                  53       1230                        9
met3                 1.6         36                        2
met4                0.65         15                        0
met5                   0          0                        -
final timing paths:
path,startpoint,endpoint,cells past startpoint
setup / recovery,in[1],disp0[3],8
hold / removal,in[4],disp1[3],4
kinds of logic after synthesis:
| logic type | after synthesis |
|---|---|
| AND/OR/NAND/NOR | 28 |
| AND-OR/OR-AND | 21 |
| buffers and inverters | 15 |
| adder cells (fa/ha/maj) | 6 |
| multiplexers | 5 |
| XOR/XNOR | 3 |
| other | 2 |
Power is estimated from default activity; no workload was simulated.
