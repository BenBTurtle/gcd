## /design/flow/config.mk

```make
export PLATFORM = sky130hd
export DESIGN_NAME = max
export DESIGN_NICKNAME = max
export VERILOG_FILES = /design/flow/design.v
export SDC_FILE = /design/flow/constraint.sdc
export NUM_CORES = 4
export LEC_CHECK = 1
export CORE_AREA = 10 10 70 70
export DIE_AREA = 0 0 80 80
```

## /design/flow/constraint.sdc

```tcl
current_design max

set clk_period 1.9
set clk_io_pct 0.2

create_clock -name clk0 -period $clk_period

set non_clock_inputs [all_inputs -no_clocks]
set_input_delay [expr $clk_period * $clk_io_pct] -clock clk0 $non_clock_inputs
set_output_delay [expr $clk_period * $clk_io_pct] -clock clk0 [all_outputs]
```

## /design/flow/design.v

```verilog
module max(input [4:0] a,
input [4:0] b,
output reg [4:0] maxNum);
always@(*) begin
	maxNum <= (a>b)? a : b;
end
endmodule
module min(input [4:0] a,
input [4:0] b,
output reg [4:0] minNum);
always@(*) begin
	minNum <= (a<b)? a : b;
end
endmodule
```

## /design/flow/run.sh

```bash
#!/bin/bash
# OpenROAD 26Q1-2900-gdf79404cd8, Yosys 0.63+post, stock flow scripts
make -C /OpenROAD-flow-scripts/flow DESIGN_CONFIG=/design/flow/config.mk WORK_HOME=/design/flow/orfs finish
```

==> GITHUB_STEP_SUMMARY <==
### Flow metrics

| Metric | Value |
|---|---|
| Met2 wire length | `225 um` |
| Critical Setup Path Class | `in -> out` |
| Setup slack after layout | `-128.1 ps` |
| Wire per inst | `8.966 um` |
| Largest net degree at the start of global routing | `4` |
| Layout overhead on the synthesized area | `170.1%` |
| Fin. max-slew vios | `0` |
| Worst vdd ir | `between 0.1 and 0.15 mV` |
| Startpoint types | `primary input` |
| Initial antenna violation count | `0` |
| Synthesized area per cell | `8.922 sq um` |
| HPWL Detailed | `608.3 um` |
| Synth Seq Share | `0` |
| GRT Total Usage | `0.02471` |
| Die height | `~80 um` |
| 1st-iter DRT viols | `2` |
| Core box area | `3416 sq um` |
| Unique cell types | `12` |
| Post-DRT Antenna Nets | `0` |
| Final wirelength | `about 800 um` |
| Filler cell count in the final layout | `between 300 and 400` |
| Layout cells sized above 1 | `0.9302` |
| Vias in the first global route | `247` |
| Die W | `approximately 80 um` |
| Final Util | `0.1623` |
| Yosys stat area | `205.2 sq um` |
| FP Rows | `21` |
| Count of tool warnings | `34` |
| Endpoints failing setup | `5` |
| Final Critical Period | `2028 ps` |
| Mapped Cells | `23` |
| Largest area contributor in the netlist | `ha_1` |
| Max_cap viols | `0` |
| Data required time of the worst path | `1520 ps` |
| Synthesized area | `205.2 sq um` |
| First-pass GRT wire length | `between 1 and 1.5 mm` |
| Drt pass-1 iters | `2` |
| Placed cell count | `about 84` |
| Most frequent logic cell in the layout | `buf_6` |
| WHS Path Cells | `3` |
| Chip area | `~6400 sq um` |
| Highest routed layer | `met3` |
| Port bufs | `15` |
| Top cells excl fill/tap | `buf_6, buf_2, mux2_4, ha_4, inv_2` |
| Post-CTS Hold Fix Bufs | `0` |
| DRC | `0` |
| Unrepaired setup endpoints after global routing | `true` |
| Hold Startpoint | `b[3]` |
| WL met1 | `~420 um` |
| Violated checks | `negative setup slack` |
| Diode count | `0` |
| Worst-margin pin slew | `170.6 ps` |
| Final instance count without filler cells | `89` |
| Clk_buf instances | `0` |
| Min-Delay Endpoint | `maxNum[3]` |
| Fp_density | `0.06007` |
| Final Cycle Share | `1.067` |
| CP endpoint kind | `output port` |
| Pwr dens | `286.0 nW/um^2` |
| IO Count | `15` |
| Maximum fanout along the worst path | `3` |
| WP data arrival | `1650 ps` |
| Flop area | `0 sq um` |
| Post-synth top area share | `0.3049` |
| Hold WC Path Type | `in -> out` |
| GRT Residual Overflow | `0` |
| Synth area leaders | `ha_1, mux2_2, mux2_1` |
| RD Place Congestion | `0.7884` |
| Slew HR | `0.8858` |
| WL met3 | `152 um` |
| Final Hold Viols | `0` |
| Max Fclk | `493.1 MHz` |
| Synth Warn # | `1` |
| Vias per cell | `around 2.6` |
| Seq Cell Count | `0` |
| LEAKAGE | `around 0.24 nW` |
| Status | `finished with violations` |
| Routed vias | `231` |
| Yosys Instances | `23` |
| Total negative slack | `-591.6 ps` |
| Total power | `0.0001585 W` |
==> cells by family (layout without fill, tap and decap cells) <==
group	Yosys count	in the layout	share of synthesized area
compound gates	4	4	0.2195
fa+ha+maj	5	5	0.3049
buf+inv	5	25	0.09147
mux	5	5	0.2744
simple gates	4	4	0.1097
==> synthesized netlist by cell type <==
| cell type | count |
|---|---|
| nand2b_1 | 1 |
| ha_1 | 5 |
| o21ai_4 | 1 |
| inv_1 | 5 |
| nor2_1 | 1 |
| nand3_1 | 1 |
| mux2_2 | 3 |
| a21oi_2 | 1 |
| mux2_1 | 2 |
| a21o_1 | 1 |
| o211ai_2 | 1 |
| and3_2 | 1 |
==> how the worst max path moves through the flow <==
stage,start,endpoint,slack [ps],cells after the start
4_1_cts,b[2],maxNum[1],-140,9
5_1_grt,a[0],maxNum[1],-200,9
6_report,a[4],maxNum[1],-130,7
==> through the flow <==
| step | setup slack, ps | hold WS (ps) | area [sq um] |
|---|---|---|---|
| final | -128.1 | 1038 | 554.3 |
| after detailed placement | -911.7 | 1819 | 412.9 |
| after floorplan | 109.7 | 834.3 | 205.2 |
| after global placement | -894.6 | 1828 | 412.9 |
| after CTS | -135.8 | 1040 | 484.2 |
| after global routing | -195.1 | 1053 | 554.3 |
==> critical path, stage by stage <==
cell,delay (ps)
buf_2,120
ha_4,250
a21o_1,180
o21ai_4,170
buf_6,130
mux2_4,300
buf_6,110
==> repair_timing <==
| item | 4_1_cts | 5_1_grt |
|---|---|---|
| gates resized | 79 | 11 |
| pin swaps | 9 | 7 |
| hold endpoints to repair | 0 | 0 |
| setup endpoints to repair | 5 | 5 |
| buffers inserted | 4 | 1 |
==> metal layers <==
| layer | vias up | track usage |
|---|---|---|
| li1 | 122 | - |
| met4 | 0 | 0 |
| met2 | 13 | 0.02889 |
| met1 | 96 | 0.03560 |
| met5 | - | 0 |
| met3 | 0 | 0.01932 |
==> where the power goes <==
part	switching, W	total (W)	leakage [nW]	internal [W]
sequential	0	0	0	0
clock	0	0	0	0
combinational	0.0000548	0.000159	0.242	0.000104
total	0.0000548	0.000159	0.242	0.000104
==> final cells by class <==
class | count | area [sq um] | area share
Inverter | 5 | 21.27 | 0.03837
Multi-Input combinational cell | 18 | 291.5 | 0.5260
Timing Repair Buffer | 20 | 183.9 | 0.3318
Tap cell | 46 | 57.56 | 0.1038
Power is estimated from default activity; no workload was simulated.
